--- /design/flow/run.sh ---
#!/bin/bash
# OpenROAD 26Q1-2900-gdf79404cd8, Yosys 0.63+post, stock flow scripts
make -C /OpenROAD-flow-scripts/flow DESIGN_CONFIG=/design/flow/config.mk WORK_HOME=/design/flow/orfs finish
--- /design/flow/config.mk ---
export PLATFORM = sky130hd
export DESIGN_NAME = draw
export DESIGN_NICKNAME = draw
export VERILOG_FILES = /design/flow/design.v
export SDC_FILE = /design/flow/constraint.sdc
export NUM_CORES = 4
export LEC_CHECK = 1
export CORE_UTILIZATION = 50
--- /design/flow/constraint.sdc ---
current_design draw

set clk_period 4.6
set clk_io_pct 0.2

create_clock -name clk0 -period $clk_period [get_ports {clk}]

set non_clock_inputs [all_inputs -no_clocks]
set_input_delay [expr $clk_period * $clk_io_pct] -clock clk0 $non_clock_inputs
set_output_delay [expr $clk_period * $clk_io_pct] -clock clk0 [all_outputs]
--- /design/flow/design.v ---
module draw(
	input clk,
	input rst,
	input start,
	input [8:0] paddle_x,
	input [8:0] brick1_x,
	input [8:0] brick1_y,
	input [8:0] brick2_x,
	input [8:0] brick2_y,
	input [8:0] brick3_x,
	input [8:0] brick3_y,
	input [8:0] brick4_x,
	input [8:0] brick4_y,
	input [8:0] brick5_x,
	input [8:0] brick5_y,
	input [8:0] brick6_x,
	input [8:0] brick6_y,
	input [5:0] bricks_exist,
	input [8:0] ball_x,
	input [8:0] ball_y,
	input [9:0] pixel_x,
	input [9:0] pixel_y,
	input lose,
	input win,
	output reg [7:0]color_out
	);
	parameter black = 8'b00000000;
	parameter red   = 8'b11100000;
	parameter white  = 8'b11111111;
	reg [7:0] pixel_color = 8'b00000000;
	always@(posedge clk)
	begin
		if (start == 1'b0)
		begin
			pixel_color <= black;
		end
		else
		begin
			color_out <= pixel_color;
			if ((pixel_x >= 134 && pixel_x < 505))
			begin
				if (lose == 1'b1)
					pixel_color <= red;
				else if (win == 1'b1)
					pixel_color <= white;
			end
			if ((pixel_x < ball_x + 20 && pixel_x >= ball_x) && 
						(pixel_y < ball_y + 20 && pixel_y >= ball_y))
				pixel_color <= red;
			else if ((pixel_x < paddle_x + 74 && pixel_x >= paddle_x) && 
						(pixel_y <= 477 && pixel_y >= 458))
				pixel_color <= white;
			else if ((bricks_exist[0] == 1) && (pixel_x < brick1_x + 57 && pixel_x >= brick1_x) && 
						(pixel_y < brick1_y + 19 && pixel_y >= brick1_y))
				pixel_color <= white;
			else if ((bricks_exist[1] == 1) && (pixel_x < brick2_x + 57 && pixel_x >= brick2_x) && 
						(pixel_y < brick2_y + 19 && pixel_y >= brick2_y))
				pixel_color <= white;
			else if ((bricks_exist[2] == 1) && (pixel_x < brick1_x + 57 && pixel_x >= brick3_x) && 
						(pixel_y < brick3_y + 19 && pixel_y >= brick3_y))
				pixel_color <= white;
			else if ((bricks_exist[3] == 1) && (pixel_x < brick4_x + 57 && pixel_x >= brick4_x) && 
						(pixel_y < brick4_y + 19 && pixel_y >= brick4_y))
				pixel_color <= white;
			else if ((bricks_exist[4] == 1) && (pixel_x < brick5_x + 57 && pixel_x >= brick5_x) && 
						(pixel_y < brick5_y + 19 && pixel_y >= brick5_y))
				pixel_color <= white;
			else if ((bricks_exist[5] == 1) && (pixel_x < brick6_x + 57 && pixel_x >= brick6_x) && 
						(pixel_y < brick6_y + 19 && pixel_y >= brick6_y))
				pixel_color <= white;
			else if ((pixel_x < 134 && pixel_x >= 127) || (pixel_x >= 505 && pixel_x < 511))
				pixel_color <= white;
			else
				pixel_color <= black;
		end
	end
endmodule 
==> flow_summary.yaml <==
# flow metrics
setup_path:
  crit_slowest_cell: "clkdlybuf4s50_1"
  r2r_end: "color_out[4]"
  path_max_fanout: 4
  worstPathArrival_ns: 4.23
  timing.critical_path.buf_inv: 2
  reg2reg_slack_ns: 4.08
  cp_cell_sequence: "clkdlybuf4s50_1 > inv_1 > ha_1 > nor2_1 > o21ai_0 > or3_1 > xnor2_1 > ha_1 > a22o_1 > nor4b_2 > o211ai_1 > or4_1 > o311ai_1 > nor4bb_1 > and3b_1"
  cp_common_cell: "ha_1"
  crit_start: "brick2_y[0]"
  reg2reg_depth: 0
  cpPeakStageDelay_ns: 0.51
  crit_required_ns: 4.76
  worstSetupPathType: "in -> reg"
  crit_family: "simple AND/OR/NAND/NOR gates"
  r2r-start: "pixel_color[3]"
  crit_path_start_kind: "input port"
  end_kind: "register"
clocking:
  cts-htree-levels: 1
  clk_pin_slew_ns: 0.03
  root_buffer: "clkbuf_16"
  numCtsBuffers: 3
  cts_sinks: 4
  post_cts_resized: 0
  clockBufferDepth: 2
  clk-insertion-delay-late_ns: 0.22
  cts_tree: "yes"
  hold_buffers: 0
  postCtsSetupRepairBufs: 0
worst_hold_path:
  hold_end: "color_out[6]"
  whs_path_depth: 0
  hp-class: "reg -> reg"
  hp-start: "pixel_color[6]"
global_route:
  first_global_vias: 7309
  grt_max_degree: 16
  antenna_found_initial: 1
  overflow: 0
  gr-usage-all-layers_pct: 26.0
  grt_first_pass_wirelength_mm: 33.6
sta:
  clock.fmax_mhz: 246
  fin_crit_ns: 4.07
  setup-violations-final: 0
  finClkSkew_ns: 0.00516
  hold_viol: 0
  relSlewSlack_pct: 55.7
  fin_tns_setup_ns: 0
  rsz0062_at_grt: "no"
  tightest_slew_ns: 0.663
  finalCritPeriodShare_pct: 88.5
  final_max_slew_viol_count: 0
  whs_ns: 0.389
synth:
  yosys_most_used_dff: "edfxtp_1"
  synth_seq_share_pct: 1.29
  common_cells: "ha_1 (284), inv_1 (150), xnor2_1 (79), a21oi_1 (67), o21ai_0 (53)"
  async_reset_ff_share_pct: 0
  top_area_cell: "ha_1"
  yosys-stat-area_um2: 7780
  ys.flops: 4
  yosysWarnings: 1
  top_area_share_pct: 45.7
  syn_area_um2: 7780
  top_cell: "ha_1"
  synthDistinctLibCells: 60
  edf_count: 2
  avgSynthCellArea_um2: 7.81
  synth_cells: 996
  topCellsByArea: "ha_1 (46%), xnor2_1 (8.9%), inv_1 (7.2%)"
  ys_cells: 996
power:
  p_int_uw: 620
  combPwrFrac_pct: 83.4
  p_clk_share_pct: 12.6
  peakVddDrop_mv: 0.124
  sequentialPowerShare_pct: 4.1
  power_switching_uw: 477
  power_leakage_uw: 0.00486
  swShare_pct: 43.5
  powerDensity_nw_per_um2: 111
floorplanning:
  fp_util_pct: 51.2
  die_w_um: 127
  chipArea_um2: 16100
  core.rowCount: 45
  coreArea_um2: 15200
  ioPinCount: 174
  die_h_um: 127
place:
  dp_cells: 1370
  portBuffers: 170
  place_area_um2: 9840
  dp_hpwl_mm: 17.6
  place.gp.congestion: 0.926
status:
  status: "finished, final reports clean"
final_layout:
  nFillCells: 1337
  drive_above_1_share_pct: 2.95
  fin_cells: 1375
  post-route-util_pct: 65.2
  area_growth_pct: 27.5
  fin_area_um2: 9920
drt:
  num_vias: 7512
  antenna_left: 0
  dr.first_iter.drc_count: 294
  firstDrtPassIters: 5
  drt-total-wl_mm: 20.1
  viasPerCell: 5.46
  drc_errors: 0
  wl_per_cell_um: 14.6
job:
  warning_count: 43
  drv_cap: 0
## placed cells by master, fill, tap and decap left out, drive strengths merged, types with 3 or more instances in the layout
master / instances
nor2: 23
nand2b: 4
a211o: 6
buf: 24
nor4: 4
a21boi: 9
or3: 4
ha: 284
o21bai: 3
a21oi: 67
a211oi: 25
inv: 150
nor2b: 8
nor3: 35
o22ai: 3
o2111ai: 10
o211ai: 14
o21a: 14
a21o: 14
nand4b: 3
nand4: 26
nand2: 50
clkbuf: 4
xnor2: 79
clkdlybuf4s50: 170
a2111oi: 8
o21ai: 54
xor2: 9
a31oi: 17
nand3: 24
and3: 6
## sequential cells by signal (all words and copies together), names as in the netlist
| signal | flops |
|---|---|
| pixel_color | 2 |
| color_out | 2 |
## area by class of cell
cell class / instances / area (um^2) / share of cell area, %
Timing Repair Buffer: 194 / 1880 / 19.0
Tap cell: 188 / 235 / 2.37
Antenna cell: 1 / 2.50 / 0.0252
Sequential cell: 4 / 100 / 1.01
Inverter: 150 / 563 / 5.68
Multi-Input combinational cell: 834 / 7060 / 71.1
Clock buffer: 4 / 78.8 / 0.795
## logic make-up after synthesis
| logic type | synth area share, % |
|---|---|
| DFF | 1.29 |
| adders and majority gates | 45.7 |
| AOI/OAI and AO/OA | 21.5 |
| and+or+nand+nor | 13.6 |
| xor gates and xnor gates | 9.91 |
| buffers and inverters | 8.02 |
## power by group through the flow
stage     logic, uW  registers [uW]  clock network, uW
4_1_cts         921            44.8                140
5_1_grt        1060            45.1                144
6_report        914            44.8                138
## worst max path at each step
stage / end / slack (ns) / cells past startpoint
after CTS: pixel_color[3] / 0.49 / 15
final: pixel_color[3] / 0.53 / 15
after global routing: pixel_color[3] / 0.26 / 15
## metal layers
| layer | up-vias | global-route usage (%) | routed length, um |
|---|---|---|---|
| li1 | 4071 | - | - |
| met2 | 147 | 44.9 | 8910 |
| met5 | - | 0 | 0 |
| met4 | 0 | 1.96 | 158 |
| met1 | 3284 | 37.4 | 10100 |
| met3 | 10 | 1.33 | 977 |
## stage by stage
stage	setup WS, ns	power (uW)
3_3_place_gp	0.294	948
6_report	0.529	1100
5_1_grt	0.256	1250
4_1_cts	0.494	1110
2_1_floorplan	1.16	593
3_5_place_dp	0.270	960
Power and IR drop assume default switching activity.
